File: flow/run.sh
#!/bin/bash
# OpenROAD 26Q1-2900-gdf79404cd8, Yosys 0.63+post, stock flow scripts
make -C /OpenROAD-flow-scripts/flow DESIGN_CONFIG=/design/flow/config.mk WORK_HOME=/design/flow/orfs finish
File: flow/config.mk
export PLATFORM = sky130hd
export DESIGN_NAME = Counter
export DESIGN_NICKNAME = Counter
export VERILOG_FILES = /design/flow/design.v
export SDC_FILE = /design/flow/constraint.sdc
export NUM_CORES = 4
export LEC_CHECK = 1
export CORE_UTILIZATION = 50
export SYNTH_HDL_FRONTEND = slang
File: flow/constraint.sdc
current_design Counter

set clk_period 12.8
set clk_io_pct 0.2

create_clock -name clk0 -period $clk_period [get_ports {sysclk}]

set non_clock_inputs [all_inputs -no_clocks]
set_input_delay [expr $clk_period * $clk_io_pct] -clock clk0 $non_clock_inputs
set_output_delay [expr $clk_period * $clk_io_pct] -clock clk0 [all_outputs]
File: flow/design.v
`timescale 1ns / 1ps
module Counter(
    input  logic btn,        
    input  logic rst,        
    input  logic sysclk,     
    output logic [6:0] data,     
    output logic [2:0] select    
);
wire divided_clock;
logic [6:0] data_internal;
clock_divider #( .N(16) ) clk_div(
    .clk_in(sysclk),           
    .clk_out(divided_clock),   
    .rst(rst)                  
);
logic btn_sync1, btn_sync2;
logic rst_sync1, rst_sync2;
always_ff @(posedge sysclk) begin
    btn_sync1 <= btn;
    btn_sync2 <= btn_sync1;  
end
always_ff @(posedge sysclk) begin
    rst_sync1 <= rst;
    rst_sync2 <= rst_sync1;  
end
logic [9:0] counter;      
logic [3:0] hundreds;     
logic [3:0] tens;         
logic [3:0] ones;         
always_ff @ (posedge sysclk) begin
    if ( rst_sync2 ) begin
        counter <= 0;  
    end
    else begin
        if (btn_sync2 == 1'b1 && btn_sync1 == 1'b0) begin
            if (counter == 10'd999)
                counter <= 0;  
            else
                counter <= counter + 1;
        end
    end
end
always_ff @(posedge divided_clock or posedge rst_sync2) begin
    if (rst_sync2)
        select <= 3'b001;  
    else begin
        case (select)
            3'b001: select <= 3'b010; 
            3'b010: select <= 3'b100; 
            3'b100: select <= 3'b001; 
            default: select <= 3'b001; 
        endcase
    end
end
always_comb begin
    hundreds = counter / 100;
    tens     = (counter / 10) % 10;
    ones     = counter % 10;
    case (select)
        3'b001: data_internal = get_segment_code(ones);      
        3'b010: data_internal = get_segment_code(tens);      
        3'b100: data_internal = get_segment_code(hundreds);  
        default: data_internal = 7'b1111111;  
    endcase
end
assign data = data_internal;
endmodule
function logic [6:0] get_segment_code (input logic [3:0] data);
    case (data)
        4'b0000: get_segment_code = 7'b0000001;  
        4'b0001: get_segment_code = 7'b1001111;  
        4'b0010: get_segment_code = 7'b0010010;  
        4'b0011: get_segment_code = 7'b0000110;  
        4'b0100: get_segment_code = 7'b1001100;  
        4'b0101: get_segment_code = 7'b0100100;  
        4'b0110: get_segment_code = 7'b0100000;  
        4'b0111: get_segment_code = 7'b0001111;  
        4'b1000: get_segment_code = 7'b0000000;  
        4'b1001: get_segment_code = 7'b0000100;  
        default: get_segment_code = 7'b1111111; 
    endcase
endfunction
`timescale 1ns / 1ps
module clock_divider(
  input  wire clk_in,     
  input  wire rst,        
  output reg  clk_out     
);
  parameter N = 20;       
  reg [N-1:0] counter;
  always @(posedge clk_in or posedge rst) begin
    if (rst)
      counter <= 0;
    else
      counter <= counter + 1;
  end
  assign clk_out = (counter == {N{1'b1}});
endmodule
==> out/qor.csv <==
stage,metric,value,unit
status,status,"finished, final reports clean",
timing,Max Clk Rate,0.0882,GHz
synthesis,Flops after synth,33,
drt,final wirelength,10.2,mm
drt,drt first pass iters,5,
floorplanning,core area,8260,µm²
synthesis,Synth Instances,570,
finish,MI comb area,3300,µm²
setup_path,CP max-delay cell,dfxtp_1,
clock_tree,post-cts resize count,0,
floorplanning,Ports,13,
clock_tree,clk slew on worst S/H paths,0.07,ns
timing,setup violators final,0,
timing,setup TNS,0,ns
floorplanning,DIE HEIGHT,94.8,µm
setup_path,CP Capture Type,output port,
timing,max-slew violations,0,
power,maximum VDD drop,0.0824,mV
run,Max-cap violations,0,
clock_tree,CTS Buf Count,5,
placement,Post-Place Cells,673,
power,pwr dens,39.7,nW/µm²
setup_path,CP max stage delay,0.76,ns
synthesis,simple share,26.9,%
clock_tree,Worst-Skew Late Latency,0.28,ns
finish,P&R area growth vs syn,7.00,%
synthesis,aoi share,30.2,%
power,Leakage,2.02,nW
timing,RSZ-0062 raised after global routing,false,
synthesis,Synth Warn #,0,
placement,"Cell Area, Placed",4510,µm²
finish,most common logic cells in the final layout,"nand2_1 (56), nor2_1 (56), a21oi_1 (37)",
grt,largest net degree at the start of global routing,27,
grt,global-route wire length before repair,17.4,mm
synthesis,# Cells Yosys,570,
synthesis,Commonest flop,dfrtp_1,
timing,final worst slack,1.46,ns
finish,filler instances,774,
timing,worst-margin pin slew,0.677,ns
synthesis,MUX area fraction,1.66,%
drt,number of antenna diodes,0,
timing,max_slew headroom,54.8,%
setup_path,CP Launch Type,register,
setup_path,WS Path Type,register to output port,
drt,DR vias,4151,
finish,post-layout util,55.8,%
synthesis,Post-Syn Area per Cell,7.56,µm²
finish,layout cells sized above 1,9.20,%
clock_tree,"Hold-fix buffers, CTS",0,
grt,"Remaining Overflow, GRT",0,
synthesis,Top logic family,AND-OR/OR-AND gates,
synthesis,library cells used by synthesis,94,
hold_path,Worst Hold Class,register to register,
clock_tree,depth of the CTS H-tree,2,
finish,Seq. cell area,757,µm²
clock_tree,post-CTS setup buffer count,0,
synthesis,YS chip area,4310,µm²
setup_path,"Req. time, crit path",10.24,ns
setup_path,Worst EP arrival,8.78,ns
timing,count of unclocked register or latch pins,3,
synthesis,"Adder Share, Synth",9.73,%
grt,antenna violations before repair,0,
setup_path,worst-path fanout max,23,
drt,drt via density,6.10,
timing,endpoints left unconstrained,6,
clock_tree,CTS tree,yes,
drt,Final ANT Viol Nets,0,
finish,Final Instance Area,4610,µm²
clock_tree,Clock Path Buffers,2,
drt,Iter 0 DRT Violations,229,
timing,Setup Skew,0.00743,ns
grt,vias in the first global route,3699,
synthesis,fraction of registers with async set/reset,57.6,%
floorplanning,Die ar.,8990,µm²
grt,Total GRT Usage,24.2,%
placement,Final HPWL DP,7.82,mm
floorplanning,die width,94.8,µm
synthesis,yosys xor share,8.08,%
drt,DRC viols,0,
finish,final std cells w/o fill,681,
timing,Final Hold Viols,0,
placement,Place WS,1.84,ns
placement,port bufs,12,
clock_tree,clock root cell,clkbuf_8,
synthesis,Post-synth seq share,17.6,%
timing,fin crit share,88.6,%
timing,clock period minus worst slack,11.34,ns
placement,final RePlAce weighted congestion,0.905,
floorplanning,row count,33,
floorplanning,Init Core Util,52.2,%
synthesis,flip-flops with a built-in enable,0,
run,Tool Warnings,44,
drt,post-DR wirelength/cell,15.0,µm
synthesis,Mapped Area,4310,µm²
path summary, 6_finish.rpt:
check / startpoint / end / slack, ns / depth (start not counted)
setup / recovery: counter[8] / data[0] / 1.46 / 30
hold reg to reg: rst_sync1 / rst_sync2 / 0.32 / 0
setup reg to reg: counter[2] / counter[9] / 10.89 / 5
max in group asynchronous: rst / clk_div.counter[5] / 9.74 / 2
hold / removal: rst_sync1 / rst_sync2 / 0.32 / 0
min in group asynchronous: rst / clk_div.counter[12] / 2.67 / 2
worst max-delay path: cells and delay by family, from the launching register on:
family / cells / cell delay (ns)
fa+ha+maj: 3 / 0.72
buf+inv: 3 / 0.61
simple gates: 9 / 2.56
xor+xnor: 2 / 0.43
flops: 1 / 0.76
compound gates: 13 / 3.44
flip-flops by register name, summed over array words and instances, names as in the netlist:
register / cells
select: 3
clk_div.counter: 16
rst_sync2: 1
counter: 10
btn_sync2: 1
rst_sync1: 1
btn_sync1: 1
power by group:
group	switching [mW]	internal, mW
Clock	0.0348	0.0431
Sequential	0.00138	0.0952
Combinational	0.00540	0.00313
final cells by class:
| class | count | share of cell area (%) |
|---|---|---|
| multi-input cells | 477 | 71.5 |
| well taps | 105 | 2.85 |
| flip-flops and latches | 33 | 16.4 |
| clock buffers | 6 | 1.79 |
| clock inverters | 2 | 0.272 |
| inverters | 38 | 3.20 |
| repair buffers | 20 | 3.91 |
kinds of logic after synthesis:
logic type / after synthesis
AND/OR/NAND/NOR: 220
adder cells (fa/ha/maj): 34
buffers and inverters: 60
AND-OR/OR-AND: 178
multiplexers: 7
flip-flops: 33
XOR/XNOR: 38
synthesized netlist by cell type (all sizes together), types with 4 or more instances:
cell type / number / share of area [%]
nand2: 57 / 5.3
nor2: 57 / 5.1
o21ai: 40 / 4.8
a21oi: 37 / 4.3
inv: 37 / 3.3
ha: 31 / 9.0
xnor2: 28 / 6.0
nand3: 27 / 3.1
dfrtp: 16 / 9.3
dfxtp: 14 / 6.5
clkbuf: 12 / 1.0
and3: 10 / 1.5
buf: 10 / 1.4
xor2: 10 / 2.0
a211oi: 9 / 1.7
a31oi: 9 / 1.3
nand2b: 9 / 1.3
nor3: 9 / 1.2
or2: 9 / 1.3
nand4: 8 / 1.2
o211ai: 8 / 1.4
o221ai: 8 / 1.6
and2: 7 / 1.0
mux2i: 6 / 1.4
o211a: 6 / 1.4
a211o: 5 / 1.0
a21boi: 4 / 0.70
a32oi: 4 / 0.99
nor2b: 4 / 0.58
o22ai: 4 / 0.73
or3: 4 / 0.58
stage by stage:
stage               total power [mW]  hold WS [ns]
finish                         0.183         0.324
global route                   0.192         0.330
CTS                            0.186         0.325
detailed placement             0.107         0.313
global placement               0.107         0.312
floorplan                      0.104         0.310
per-layer routing:
metal	vias up	part of all wire, %	track usage (%)
met5	-	0	0
met2	85	44	38.6
met4	0	1.3	3.66
met1	1941	51	36.4
li1	2110	-	-
met3	15	3.6	2.86
Power and IR drop assume default switching activity.
